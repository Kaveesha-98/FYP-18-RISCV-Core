==> /design/flow/design.v <==
module iCacheRegisters #(
  parameter offset_width = 2,  
  parameter line_width = 6,  
  localparam tag_width = 32 - offset_width - line_width - 2,  
  localparam cache_depth = 1 << line_width,
  localparam block_size = 1 << offset_width
) (
  input [31:0] address,
  output reg [31:0] instruction,
  output reg [tag_width-1: 0] tag,
  output reg tag_valid,
  input [line_width-1:0] write_line_index,
  input [32*block_size - 1:0] write_block,
  input [tag_width-1: 0] write_tag,
  input reset, write_in, clock, invalidate_all
);
  reg [31:0] cache [cache_depth-1:0][block_size-1:0];
  reg [tag_width-1:0] tags [cache_depth-1:0];
  reg validBits [cache_depth-1:0];
  always@(posedge clock) begin
    instruction <= cache[address[line_width+offset_width+2-1:offset_width+2]][address[offset_width+2-1:2]];
    tag <= tags[address[line_width+offset_width+2-1:offset_width+2]];
    tag_valid <= validBits[address[line_width+offset_width+2-1:offset_width+2]];
  end
  integer i, j;
  always @(posedge clock) begin
    if (reset || invalidate_all) begin
      for (i = 0; i < cache_depth; i=i+1) begin
        validBits[i] <= 1'b0;
      end
    end else if (write_in) begin
      for (j = 0; j < block_size; j=j+1) begin
        cache[write_line_index][j] <= write_block[32*j +: 32];
      end
      validBits[write_line_index] <= 1'b1;
      tags[write_line_index] <= write_tag;
    end
  end
endmodule
==> /design/flow/run.sh <==
#!/bin/bash
# OpenROAD 26Q1-2900-gdf79404cd8, Yosys 0.63+post, stock flow scripts
make -C /OpenROAD-flow-scripts/flow DESIGN_CONFIG=/design/flow/config.mk WORK_HOME=/design/flow/orfs finish
==> /design/flow/config.mk <==
export PLATFORM = sky130hd
export DESIGN_NAME = iCacheRegisters
export DESIGN_NICKNAME = iCacheRegisters
export VERILOG_FILES = /design/flow/design.v
export SDC_FILE = /design/flow/constraint.sdc
export NUM_CORES = 4
export LEC_CHECK = 1
export CORE_UTILIZATION = 30
export SYNTH_MEMORY_MAX_BITS = 65536
==> /design/flow/constraint.sdc <==
current_design iCacheRegisters

set clk_period 41.0
set clk_io_pct 0.2

create_clock -name clk0 -period $clk_period [get_ports {clock}]

set non_clock_inputs [all_inputs -no_clocks]
set_input_delay [expr $clk_period * $clk_io_pct] -clock clk0 $non_clock_inputs
set_output_delay [expr $clk_period * $clk_io_pct] -clock clk0 [all_outputs]
==> results.py <==
# Auto-generated metrics
metrics = {
    "sta": {
        "setup_tns_ns": 0,
        "finalSetupViolations": 0,
        "fin_crit_ns": 13.46,
        "finalHoldViolCount": 0,
        "fin_crit_sh": 0.3283,
        "tightest_slew_ns": 1.144,
        "whs_ns": 0.4507,
        "max_slew_margin": 0.2372,
        "rsz0062_at_grt": "no",
        "slew_viol_final": 0,
        "finClkSkew_ns": 0.1287,
        "fmax_mhz": 74.30,
    },
    "logic_synthesis": {
        "ys.flop_type": "edfxtp_1",
        "netlist_instances": 16830,
        "common_cells": "edfxtp_1 (9600), mux4_2 (1879), mux2i_1 (1295), clkbuf_1 (357), o22ai_1 (336)",
        "top_cells_by_area": "edfxtp_1 (78%), mux4_2 (11%), mux2i_1 (3.5%), dfxtp_1 (0.64%), o221ai_1 (0.60%)",
        "top_area_frac": 0.7783,
        "ys_ff": 9719,
        "synthesis.area_um2": 370400,
        "synth_top_cell_by_area": "edfxtp_1",
        "synthArstFlopShare": 0,
        "syn_avg_cell_area_um2": 22.00,
        "yosys_area_um2": 370400,
        "ys_seq_share": 0.7848,
        "synth.distinct_cells": 74,
        "ys_cells": 16830,
        "top_cell": "edfxtp_1",
        "edf_count": 9600,
        "yosysWarnings": 1,
    },
    "floorplanning": {
        "initial_core_util": 0.3013,
        "row_count": 407,
        "io_pins": 247,
        "dieWidth_um": 1113,
        "coreArea_um2": 1229000,
        "die_h_um": 1113,
        "dieArea_um2": 1239000,
    },
    "pwr": {
        "switchingPower_mw": 4.364,
        "ir_drop_mv": 0.04647,
        "leakage_nw": 132.6,
        "internal-power_mw": 16.00,
        "p_clk_frac": 0.413,
        "power_frac_comb": 0.048,
        "seqPwrFrac": 0.538,
        "power.total_mw": 20.36,
        "p_sw_frac": 0.2143,
        "pwr_density_cell_nw_per_um2": 47.88,
    },
    "clocking": {
        "cts_tree": "yes",
        "ctsResizeCount": 0,
        "clkSinkCount": 9719,
        "cts_buffers": 927,
        "clock_latency_ns": 1.16,
        "postCtsSetupBuffers": 0,
        "cts-htree-levels": 6,
        "clockBufferDepth": 5,
        "hold_buffers": 0,
        "clk_pin_slew_ns": 0.07,
        "root_buffer": "clkbuf_16",
    },
    "min_path": {
        "hp-class": "register to register",
        "min_delay_path_depth": 1,
        "min_from": "validBits[50]",
        "hold_end": "validBits[50]",
    },
    "global_routing": {
        "gr-usage-met3": 0.1723,
        "grt_start_max_net_pins": 95,
        "overflow": 0,
        "gr-usage-met2": 0.2696,
        "grt_pass1_vias": 196500,
        "antenna_found_initial": 91,
        "grt_pass1_wl_um": 1492000,
        "grt_use_total": 0.1838,
        "met1_usage": 0.1769,
        "globalRoute.busiestLayer": "met2",
    },
    "worst_setup_path": {
        "r2r_start": "cache[166][30]",
        "cp-start-kind": "primary input",
        "r2r-end": "instruction[30]",
        "reg2reg_slack_ns": 37.96,
        "criticalPathCategory": "primary input to register",
        "worstRegToRegCells": 7,
        "worstPathMaxFanout": 62,
        "crit_path_end_kind": "register",
        "worstPathArrival_ns": 14.44,
        "cp.required_ns": 41.99,
    },
    "cells_and_area": {
        "utilization": 0.3460,
        "layout-drive-gt1-share": 0.2427,
        "syn2layout_area_growth_pct": 14.83,
        "final_area_um2": 425300,
        "fillers": 111700,
    },
    "job": {
        "drv_cap": 0,
        "warnings": 51,
    },
    "route": {
        "drt_iter0_markers": 12380,
        "wl_per_cell_um": 30.43,
        "ant_nets": 0,
        "drc": 0,
        "wl_um": 1075000,
        "dr.pass1.iters": 5,
        "routed_via_density": 5.099,
        "vias": 180100,
    },
    "placed_design": {
        "gp_congestion": 0.8653,
        "place_area_um2": 395000,
        "hpwl_um": 649900,
        "port_buffers": 222,
    },
    "run_status": {
        "outcome": "finished, final reports clean",
    },
}
==> cell families (layout without fill, tap and decap cells) <==
logic type | Yosys count | count (layout) | synth area share
DFF | 9719 | 9719 | 0.7848
muxes | 3214 | 3214 | 0.1508
AOI/OAI and AO/OA | 1727 | 1727 | 0.03347
and+or+nand+nor | 1176 | 1176 | 0.01553
buffers and inverters | 997 | 2868 | 0.01542
other | 0 | 253 | 0
==> registers in the layout, summed over array words and instances, names as in the netlist <==
signal       count
tags          1408
validBits       64
instruction     32
cache         8192
tag_valid        1
tag             22
==> layout make-up <==
class / count / area, µm² / area share
diodes: 253 / 633.1 / 0.001489
clock buffers: 1124 / 24340 / 0.05724
clock inverters: 572 / 5294 / 0.01245
inverters: 4 / 32.53 / 0.00007649
multi-input cells: 6117 / 75030 / 0.1764
flip-flops and latches: 9719 / 290700 / 0.6834
well taps: 16360 / 20470 / 0.04813
repair buffers: 1168 / 8845 / 0.02080
==> power by group through the flow <==
stage | clock (mW) | sequential, mW | combinational [mW]
finish | 8.42 | 11.0 | 0.987
global route | 8.89 | 11.0 | 1.05
CTS | 8.54 | 11.0 | 0.998
==> per-stage QoR <==
step	cells	setup slack, ns
2_1_floorplan	16830	25.93
3_3_place_gp	33370	26.20
3_5_place_dp	33370	26.17
4_1_cts	35060	27.42
5_1_grt	35230	26.98
6_report	35320	27.54
==> how the worst max path moves through the flow <==
| stage | startpoint | endpoint | slack (ns) | cells after the start |
|---|---|---|---|---|
| 4_1_cts | address[2] | instruction[26] | 27.42 | 12 |
| 5_1_grt | address[2] | instruction[30] | 26.98 | 13 |
| 6_report | address[2] | instruction[26] | 27.54 | 12 |
==> worst max-delay path: stages <==
cell and delay [ns]:
buf_16 0.36, buf_4 0.69, buf_4 0.69, buf_4 0.67, buf_4 0.62, buf_4 0.58
mux4_2 0.58, a22o_1 0.35, a221oi_1 0.42, o22ai_1 0.18, nor3_1 0.59, nor3_1 0.20
==> placed cells by master, fill, tap and decap left out, types with 37 or more instances in the layout <==
master	instances
clkinvlp_4	37
nor2_1	183
o22ai_1	336
a21o_1	67
nor4_1	114
o21ai_0	139
a221oi_1	127
clkbuf_1	171
clkinv_1	228
a22o_1	68
diode_2	253
mux4_2	1879
nand4_1	40
o221ai_1	255
nor2_4	72
buf_4	930
nor2_2	67
bufinv_16	83
a211oi_1	54
clkbuf_16	940
nand3_1	81
clkinv_2	170
edfxtp_1	9600
dfxtp_1	119
nor3_1	289
a22oi_1	284
clkdlybuf4s50_1	64
buf_2	150
mux2i_1	1295
nand2_1	177
a21oi_1	226
==> metal layers <==
layer / part of all wire / vias to the layer above
met2: 0.46 / 12030
met4: 0.044 / 115
met3: 0.20 / 1968
met1: 0.29 / 91620
met5: 0.0040 / -
li1: - / 74360
No activity file was given, so power comes from the tool's default toggle rates.
